File: design.v
module sqrt_odd(I, O);
input  [7:0] I;
output [3:0] O;
wire [14:0] FLAG;
wire [7:0]  O1, O2, O3, O4, O5, O6, O7, O8, O9, O10, O11, O12, O13, O14, O15;
sub_odd #(.SUB_VALUE(1)) s1(.I(I), .O(O1), .FLAG(FLAG[0]));
sub_odd #(.SUB_VALUE(3)) s2(.I(O1), .O(O2), .FLAG(FLAG[1]));
sub_odd #(.SUB_VALUE(5)) s3(.I(O2), .O(O3), .FLAG(FLAG[2]));
sub_odd #(.SUB_VALUE(7)) s4(.I(O3), .O(O4), .FLAG(FLAG[3]));
sub_odd #(.SUB_VALUE(9)) s5(.I(O4), .O(O5), .FLAG(FLAG[4]));
sub_odd #(.SUB_VALUE(11)) s6(.I(O5), .O(O6), .FLAG(FLAG[5]));
sub_odd #(.SUB_VALUE(13)) s7(.I(O6), .O(O7), .FLAG(FLAG[6]));
sub_odd #(.SUB_VALUE(15)) s8(.I(O7), .O(O8), .FLAG(FLAG[7]));
sub_odd #(.SUB_VALUE(17)) s9(.I(O8), .O(O9), .FLAG(FLAG[8]));
sub_odd #(.SUB_VALUE(19)) s10(.I(O9), .O(O10), .FLAG(FLAG[9]));
sub_odd #(.SUB_VALUE(21)) s11(.I(O10), .O(O11), .FLAG(FLAG[10]));
sub_odd #(.SUB_VALUE(23)) s12(.I(O11), .O(O12), .FLAG(FLAG[11]));
sub_odd #(.SUB_VALUE(25)) s13(.I(O12), .O(O13), .FLAG(FLAG[12]));
sub_odd #(.SUB_VALUE(27)) s14(.I(O13), .O(O14), .FLAG(FLAG[13]));
sub_odd #(.SUB_VALUE(29)) s15(.I(O14), .O(O15), .FLAG(FLAG[14]));
population_count PC(.I(FLAG), .O(O));
endmodule
module sub_odd(I, O, FLAG);
parameter   SUB_VALUE = 1;
input  [7:0] I;
output [7:0] O;
output       FLAG;
wire [7:0] SUB;
wire       C;
assign {C, SUB} = I - SUB_VALUE;
assign O = ( C ) ? 8'b0 : SUB;
assign FLAG = ~C;
endmodule
module population_count(I, O);
input  [14:0] I;
output [3:0]  O;
wire [15:0] CNT1, CNT2, CNT3, CNT4;
assign CNT1 = (   I & 16'h5555) + ((   I & 16'hAAAA) >> 1);
assign CNT2 = (CNT1 & 16'h3333) + ((CNT1 & 16'hCCCC) >> 2);
assign CNT3 = (CNT2 & 16'h0F0F) + ((CNT2 & 16'hF0F0) >> 4);
assign CNT4 = (CNT3 & 16'h00FF) + ((CNT3 & 16'hFF00) >> 8);
assign O = CNT4[3:0];
endmodule
File: run.sh
#!/bin/bash
# OpenROAD 26Q1-2900-gdf79404cd8, Yosys 0.63+post, stock flow scripts
make -C /OpenROAD-flow-scripts/flow DESIGN_CONFIG=/design/flow/config.mk WORK_HOME=/design/flow/orfs finish
File: config.mk
export PLATFORM = sky130hd
export DESIGN_NAME = sqrt_odd
export DESIGN_NICKNAME = sqrt_odd
export VERILOG_FILES = /design/flow/design.v
export SDC_FILE = /design/flow/constraint.sdc
export NUM_CORES = 4
export LEC_CHECK = 1
export CORE_AREA = 10 10 95 95
export DIE_AREA = 0 0 105 105
File: constraint.sdc
current_design sqrt_odd

set clk_period 17.9
set clk_io_pct 0.2

create_clock -name clk0 -period $clk_period

set non_clock_inputs [all_inputs -no_clocks]
set_input_delay [expr $clk_period * $clk_io_pct] -clock clk0 $non_clock_inputs
set_output_delay [expr $clk_period * $clk_io_pct] -clock clk0 [all_outputs]
==> results.py <==
# Flow results
metrics = {
    "logic_synthesis": {
        "ys_seq_share_pct": 0,
        "synthMuxAreaShare_pct": 5.13,
        "ys_cells": 680,
        "syn_inst": 680,
        "top_logic_kind": "AND-OR/OR-AND gates",
        "syn_area_um2": 5030,
        "xor_share_pct": 9.56,
        "fa_ha_area_share_pct": 11.5,
        "syn_avg_cell_area_um2": 7.39,
        "ys_warn_count": 0,
        "ys_types": 109,
        "synthAoiAreaFrac_pct": 36.9,
        "yosys_area_um2": 5030,
        "synth-simple-area-share_pct": 30.4,
    },
    "outcome": {
        "status": "did not finish",
        "stop_stage": "3_5_place_dp",
        "error": "[ERROR DPL-0036] Detailed placement failed.",
    },
    "floorplan": {
        "initial_core_util_pct": 72.8,
        "io_pins": 12,
        "die_y_um": 105,
        "num_rows": 30,
        "die-width_um": 105,
    },
    "placed_design": {
        "gp_congestion": 1.04,
        "port_buffers": 12,
    },
}
-- synthesized netlist by cell type (9+ instances only) --
master     n  area share [%]
nor2_1    58             4.3
xor2_1     9             1.6
nand2_1   43             3.2
nor4_1    14             1.7
xnor2_1   28             4.9
and2_1    10             1.2
a21o_1    13             1.9
o211ai_1  16             2.4
inv_1     46             3.4
ha_1      35             8.7
nand3_1   19             1.9
nor3_1    23             2.3
mux2i_1   12             2.4
and3_1    10             1.2
a21oi_1   27             2.7
o21ai_0   20             2.0
buf_2     10             1.0
clkbuf_1  10            0.75
or3_1     14             1.7
-- kinds of logic after synthesis --
family	count (synthesis)
simple gates	268
mux	23
fa+ha+maj	42
compound gates	228
xor+xnor	44
buf+inv	75
-- per-stage QoR --
step / total power [mW] / hold WS [ns] / area, um2
after global placement: 19.9 / 9.10 / 7810
after floorplan: 10.7 / 7.88 / 5430
No activity file was given, so power comes from the tool's default toggle rates.
