[flow/config.mk]
export PLATFORM = sky130hd
export DESIGN_NAME = count32
export DESIGN_NICKNAME = count32
export VERILOG_FILES = /design/flow/design.v
export SDC_FILE = /design/flow/constraint.sdc
export NUM_CORES = 4
export LEC_CHECK = 1
export CORE_UTILIZATION = 40
[flow/constraint.sdc]
current_design count32

set clk_period 15.7
set clk_io_pct 0.2

create_clock -name clk0 -period $clk_period

set non_clock_inputs [all_inputs -no_clocks]
set_input_delay [expr $clk_period * $clk_io_pct] -clock clk0 $non_clock_inputs
set_output_delay [expr $clk_period * $clk_io_pct] -clock clk0 [all_outputs]
[flow/design.v]
module count32(I, O);
input [31:0] I;
output [5:0] O;
reg [5:0] cnt, i;
always@ ( I ) begin
    i = 0;
    cnt = 0;
    repeat ( 32 ) begin
        cnt = (I[i] == 1'b1) ? cnt+1 : cnt;
        i = i + 1;
    end
end
assign O = cnt[5:0];
endmodule
[flow/run.sh]
#!/bin/bash
# OpenROAD 26Q1-2900-gdf79404cd8, Yosys 0.63+post, stock flow scripts
make -C /OpenROAD-flow-scripts/flow DESIGN_CONFIG=/design/flow/config.mk WORK_HOME=/design/flow/orfs finish
==> metrics.cfg <==
[critical_path]
critPathKind=in2out
crit_family=adder cells
crit_path_start=I[1]
path_common_cell=ha_1
critPathArrivalTime_ns=16.96
cp-end-kind=primary output
required_ns=12.56
crit_buf_inv=6
critPathLaunchType=input port
critical-path-max-stage-delay_ns=0.38
cp_slowest_cell=o32a_1
crit_fanout=4

[detailed_routing]
routedWlPerCell_um=11.7
drc_errors=0
drtIter0Drc=230
viasPerCell=5.19
drtAntennaViolNets=0
wl_um=13400
drt_pass1_iterations=4
antenna_cells=0
vias=5950

[global_routing]
grt_max_degree=21
grt_first_pass_wirelength_um=23200
grtUsageTotal_pct=19.3
antenna_found_initial=0
grt_pass1_vias=5357
grt-ovfl-total=0

[placed_design]
placement.io_buffers=38
place_congestion=0.889
place_hpwl_um=10600
dpl_worst_slack_ns=-5.33

[yosys]
synth.largest_area_cell=xnor2_1
synth_cells=744
top_cell_area_share_pct=13.3
ys_area_sq_mm=0.00535
yosys_warnings=1
syn_area_sq_mm=0.00535
post_synth_num_cell_types=79
top_cells_by_area=xnor2_1 13%, ha_1 7.7%, xor2_1 6.9%, nand2_1 6.0%, xnor2_2 4.3%
syn_avg_cell_area_sq_um=7.19
ys_seq_share_pct=0
ys_cells=744

[flow_run]
max-cap-violations=0
warnings=38

[final_timing]
relSlewSlack_pct=62.0
fmax_ghz=0.0498
period_used_pct=128
fin_crit_ns=20.10
worst_slack_ns=-4.40
worst_pin_slew_ns=0.568
setup_violations=5
final_hold_viol_count=0
rsz0062_at_grt=true
final_max_slew_viol_count=0

[layout]
clkbuf_count=0
regArea_sq_um=0
lay_top_cells=229 x buf_4, 79 x nand2_1, 71 x xnor2_1
drive_gt1_share_pct=36.5
final_util_pct=62.3
seq_cell_count=0
area_growth_pct=49.4
final_common_cell=buf_4

[floorplan]
num_io_pins=38
die_y_um=118
dieArea_sq_mm=0.0138
core.rowCount=41
initCoreUtil_pct=41.7
fp.dieW_um=118
coreArea_sq_mm=0.0128

[min_path]
hold_path_startpoint=I[31]
worstHoldPathType=in2out

[status]
violations=setup timing
outcome=complete, but fails checks

layout make-up:
class              count  area, sq um
repair buffers       272         2150
well taps            172          215
fillers             1022         4830
inverters             34          145
multi-input cells    669         5480
Yosys cell counts (4+ instances only):
| master | count |
|---|---|
| xnor3_1 | 7 |
| xnor2_1 | 81 |
| ha_1 | 33 |
| xor2_2 | 4 |
| o31ai_1 | 5 |
| xnor2_2 | 14 |
| or3_1 | 5 |
| inv_1 | 30 |
| nor4_1 | 22 |
| o21ai_0 | 30 |
| and2_1 | 10 |
| nor2_1 | 43 |
| o22ai_1 | 9 |
| buf_2 | 10 |
| nor2b_1 | 8 |
| a31oi_1 | 5 |
| nand2_1 | 86 |
| nor3_1 | 14 |
| a21oi_1 | 30 |
| nand2b_1 | 20 |
| clkbuf_1 | 26 |
| a211oi_1 | 5 |
| and3_1 | 11 |
| nor3b_1 | 8 |
| mux2i_1 | 17 |
| mux2_2 | 8 |
| o31a_1 | 6 |
| xor2_1 | 42 |
| buf_6 | 4 |
| nand3_1 | 30 |
| xnor3_2 | 6 |
| nand4_1 | 34 |
logic make-up after synthesis:
| family | share of synthesized area [%] |
|---|---|
| simple gates | 29.8 |
| xor+xnor | 32.3 |
| buf+inv | 6.11 |
| mux | 5.29 |
| compound gates | 18.7 |
| fa+ha+maj | 7.91 |
worst paths after layout:
check / endpoint / slack (ns) / cells after the start
setup / recovery: O[4] / -4.40 / 92
hold / removal: O[1] / 7.13 / 3
layer usage:
metal	global-route usage [%]	up-vias	wire length, um
li1	-	3155	-
met1	28.8	2718	6920
met2	32.9	73	6290
met3	0.198	4	197
met5	0	-	0
met4	0.721	0	18
per-stage QoR:
stage	hold slack (ns)	area [sq um]	std cells	TNS, ns
after floorplan	6.31	5520	744	-17.52
after global placement	7.36	7420	1113	-24.50
after detailed placement	7.37	7420	1113	-25.65
after CTS	7.13	7800	1141	-20.71
after global routing	7.15	7990	1147	-25.52
final	7.13	7990	1147	-20.88
repair_timing:
item | 4_1_cts | 5_1_grt
setup buffers | 29 | 9
cloned | 0 | 0
hold buffers | 0 | 0
pin swaps | 30 | 14
endpoints found under the setup margin | 5 | 5
resized | 61 | 31
