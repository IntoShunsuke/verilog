### design/flow/config.mk
export PLATFORM = sky130hd
export DESIGN_NAME = count32_2
export DESIGN_NICKNAME = count32_2
export VERILOG_FILES = /design/flow/design.v
export SDC_FILE = /design/flow/constraint.sdc
export NUM_CORES = 4
export LEC_CHECK = 1
export CORE_AREA = 10 10 85 85
export DIE_AREA = 0 0 95 95
### design/flow/constraint.sdc
current_design count32_2

set clk_period 4.7
set clk_io_pct 0.2

create_clock -name clk0 -period $clk_period

set non_clock_inputs [all_inputs -no_clocks]
set_input_delay [expr $clk_period * $clk_io_pct] -clock clk0 $non_clock_inputs
set_output_delay [expr $clk_period * $clk_io_pct] -clock clk0 [all_outputs]
### design/flow/design.v
module count32_2(I, O);
input [31:0] I;
output [5:0] O;
wire [31:0] cnt1, cnt2, cnt3, cnt4, cnt5;
assign cnt1 = (   I & 32'h5555_5555) + ((   I & 32'hAAAA_AAAA) >> 1);
assign cnt2 = (cnt1 & 32'h3333_3333) + ((cnt1 & 32'hCCCC_CCCC) >> 2);
assign cnt3 = (cnt2 & 32'h0F0F_0F0F) + ((cnt2 & 32'hF0F0_F0F0) >> 4);
assign cnt4 = (cnt3 & 32'h00FF_00FF) + ((cnt3 & 32'hFF00_FF00) >> 8);
assign cnt5 = (cnt4 & 32'h0000_FFFF) + ((cnt4 & 32'hFFFF_0000) >> 16);
assign O = cnt5[5:0];
endmodule
### design/flow/run.sh
#!/bin/bash
# OpenROAD 26Q1-2900-gdf79404cd8, Yosys 0.63+post, stock flow scripts
make -C /OpenROAD-flow-scripts/flow DESIGN_CONFIG=/design/flow/config.mk WORK_HOME=/design/flow/orfs finish
==> reports/results.tsv <==
metric	value	unit
global-route track usage on met3	0.006410	
P_sw	0.0006815	W
violated checks	setup timing	
power per unit of standard cell area	780.6	mW/mm2
tally of yosys warning messages	0	
clock period minus final worst setup slack	5.055	ns
combinational cell fraction of total power	1.000	
relative slew slack	0.8128	
hold path depth	10	
number of cells in Yosys stat	123	
Area growth syn-to-layout	67.46	%
pin count of the biggest net entering global routing	5	
synthesis area per yosys	0.001261	mm2
ratio of final minimum period to clock period	1.075	
Die Height	95	um
number of hold violations in the final report	0	
overall global routing resource usage	0.06164	
fin. max-slew vios	0	
RSZ-0062 raised after global routing	true	
highest ir drop seen on vdd	0.0006465	V
clock buffer count in the final layout	0	
Static Leakage	1.037	nW
Die Width	95	um
Unique cell types	14	
IO Port Bufs	38	
clock power share	0	
required time worst endpoint	3.76	ns
drt total wl	2565	um
routed length per placed instance	10.43	um
final worst hold slack	2.990	ns
Via Count	993	
via count of the first global-routing pass	1103	
startpoint types	input pin	
flop count	0	
largest area contributor in the netlist	ha_1	
Seq/Total Area, Yosys	0	
vias per cell	4.037	
RePlAce Congestion	0.7255	
Internal Pwr Total	0.0009672	W
post-synthesis cell area	0.001261	mm2
Worst EP arrival	4.11	ns
cell area after layout	0.002112	mm2
share of cells above drive strength 1	0.5517	
Chip Area	0.009025	mm2
area occupied by registers	0	um2
global-route wire length before repair	4705	um
ranking of synthesized cells by instance count	49 x ha_1, 20 x inv_1, 15 x fa_1	
timing-limited maximum frequency	197.8	MHz
Top area cell types	ha_1 49%, fa_1 24%, a21o_1 6.0%	
Floorplan Core Area	0.005473	mm2
met2 usage in global routing	0.1013	
initial antenna violation count	0	
DR DRC count	0	
Synth Instances	123	
number of endpoints failing setup at the final stage	5	
DRC violation total after the first TritonRoute iteration	8	
dpl hpwl	2348	um
I/O pin cnt	38	
final standard cell count with taps included and fillers excluded	246	
remaining global-route overflow	0	
critical path class	input pin to output pin	
worst setup slack after layout	-0.3546	ns
placement-stage cell area	0.001869	mm2
post-synth top area share	0.4861	
critical path endpoint category	output pin	
fp_density	0.2305	
Avg Inst Size Synth	10.25	um2
antenna diode count	0	
most congested layer reported by global routing	met2	
number of rows created at floorplan	27	
DR pass1 iterations	2	
Sw Share	0.4134	
slew at the pin closest to its max-slew limit	0.2795	ns
Post-Place Cells	237	
dominant cell by count in the synthesized netlist	ha_1	
post-layout util	0.3859	
share of power burned in registers	0	
residual antenna-violating net count after detailed routing	0	
max-cap violation count	0	
number of hold buffers added after CTS	0	
class of the tightest hold or removal check	input pin to output pin	
hold-critical path endpoint	O[4]	
maximum net fanout on the critical path	2	
stage-log warning count	34	
hold_sp	I[18]	
met1 routing resource usage after global routing	0.09113	
result of the run	finished, violations left	
total power	0.001649	W
-- per-stage QoR --
step                TNS [ns]  setup WS (ns)
floorplan                  0       0.002369
finish                -1.123        -0.3546
global route          -1.703        -0.4943
CTS                   -1.359        -0.3878
detailed placement    -5.205         -1.204
global placement      -5.127         -1.197
-- critical path: stages --
cell      delay (ns)
buf_6           0.10
ha_4            0.23
ha_4            0.15
fa_1            0.54
inv_2           0.05
fa_1            0.46
buf_4           0.15
fa_2            0.59
inv_2           0.05
ha_4            0.20
a211o_1         0.28
o211ai_1        0.15
a21oi_2         0.10
buf_2           0.13
-- layout make-up --
type	count	area [um2]
repair buffers	51	385.4
multi-input cells	103	1562
well taps	72	90.09
fillers	544	3361
inverters	20	75.07
-- repair_timing --
item                                   CTS  global route
setup endpoints to repair                5             5
setup buffers                            7             2
endpoints found under the hold margin    0             0
pin swaps                               49            28
resized                                162            18
-- kinds of logic (layout without fill, tap and decap cells) --
family / Yosys count / after routing / share of synthesized area
adder cells (fa/ha/maj): 64 / 64 / 0.7242
XOR/XNOR: 11 / 11 / 0.07639
buffers and inverters: 20 / 71 / 0.05952
AND-OR/OR-AND: 19 / 19 / 0.1032
AND/OR/NAND/NOR: 9 / 9 / 0.03670
-- layout by cell type, fill, tap and decap left out, drive strengths merged --
cell,count
xnor2,8
ha,49
clkdlybuf4s50,1
nor2b,2
inv,20
o211ai,1
nor2,4
o21ai,3
fa,15
buf,49
a21oi,4
xor2,3
clkbuf,1
a21o,10
a211o,1
nand2b,3
-- power groups by stage --
stage                 logic (W)  registers [W]  clock network (W)
after CTS               0.00157              0                  0
after global routing    0.00187              0                  0
final                   0.00165              0                  0
-- layer usage --
| layer | vias up | wire length [um] |
|---|---|---|
| met2 | 12 | 1219 |
| met5 | - | 0 |
| met4 | 0 | 0 |
| met1 | 456 | 1263 |
| met3 | 0 | 82 |
| li1 | 525 | - |
-- worst max-delay path by stage --
stage     start    to  depth (start not counted)
6_report  I[24]  O[5]                         14
5_1_grt    I[8]  O[4]                         16
4_1_cts   I[11]  O[4]                         13
Power figures rest on the tool's default switching activity, not on a simulated workload.
